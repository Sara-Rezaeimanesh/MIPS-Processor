$ cat flow/run.sh
#!/bin/bash
# OpenROAD 26Q1-2900-gdf79404cd8, Yosys 0.63+post, stock flow scripts
make -C /OpenROAD-flow-scripts/flow DESIGN_CONFIG=/design/flow/config.mk WORK_HOME=/design/flow/orfs finish
$ cat flow/config.mk
export PLATFORM = sky130hd
export DESIGN_NAME = programCounter
export DESIGN_NICKNAME = programCounter
export VERILOG_FILES = /design/flow/design.v
export SDC_FILE = /design/flow/constraint.sdc
export NUM_CORES = 4
export LEC_CHECK = 1
export CORE_AREA = 10 10 109 109
export DIE_AREA = 0 0 119 119
$ cat flow/constraint.sdc
current_design programCounter

set clk_period 1.1
set clk_io_pct 0.2

create_clock -name clk0 -period $clk_period [get_ports {clk}]

set non_clock_inputs [all_inputs -no_clocks]
set_input_delay [expr $clk_period * $clk_io_pct] -clock clk0 $non_clock_inputs
set_output_delay [expr $clk_period * $clk_io_pct] -clock clk0 [all_outputs]
$ cat flow/design.v
`timescale 1ps/1ps
module programCounter(input clk, rst, input ld, input[31:0] in ,output reg [31:0] out );
    initial begin 
	out <= 32'b0;
    end
    always @(posedge clk, posedge rst) 
    begin
        if(rst)
            out <= 0;
        else 
        begin
            if(ld)
                out <= in;
	end
    end
endmodule
==> out/qor.csv <==
stage,metric,value,unit
clock_tree,cts.htree.levels,2,
synth,synth_flop_count,32,
grt,grt_max_degree,33,
timing,fin_crit_sh,95.8,%
worst_hold_path,hold_class,input pin to asynchronous set/reset pin,
power_and_ir_drop,pwr_density_cell,1250,nW/µm²
power_and_ir_drop,ir_drop,0.000348,V
synth,number_of_cells_in_yosys_stat,69,
synth,xor_area_share,0,%
status,outcome,"finished, final reports clean",
floorplanning,boundary_pin_count,67,
timing,finalMaxSlewViolations,0,
placed_design,place_worst_setup_slack,16.8,ps
timing,number_of_setup_violations_in_the_final_report,0,
cells_and_area,flow.area_growth_from_synthesis,67.7,%
synth,netlist_area_before_placement,1350,µm²
detailed_routing,starting_drt_drc_count,17,
synth,syn_inst,69,
detailed_routing,first_pass_iters,3,
worst_setup_path,critical_path.top_delay_family,flip-flops,
floorplanning,die_width,119,µm
cells_and_area,number_of_flip_flops_in_the_largest_register,32,
worst_setup_path,worstSetupStartpointType,register,
detailed_routing,routed-via-count,855,
timing,timing.max_slew.rel_slack,85.3,%
grt,grt_first_pass_wirelength,5770,µm
clock_tree,hold_buffers,0,
detailed_routing,avgViaCountPerCell,2.92,
detailed_routing,routed_wl,3560,µm
cells_and_area,top_regs,out (32),
worst_setup_path,timing.critical_path.required,880,ps
worst_setup_path,crit_path_cell_trace,clkdlybuf4s15_1,
cells_and_area,fin_area,2260,µm²
floorplanning,design.core.area,9640,µm²
synth,synthDistinctLibCells,6,
floorplanning,placement_rows,36,
flow_run,warnings,25,
worst_setup_path,worst-path-max-fanout,2,
detailed_routing,drt_drc_violations_left,0,
synth,synth.area.mux_share,35.1,%
grt,grt_antenna_before_repair,0,
floorplanning,initial_core_util,14.0,%
cells_and_area,layout-drive-gt1-share,51.2,%
timing,timing.fmax,949,MHz
worst_setup_path,timing.critical_path.to_type,primary output,
timing,fin_worst_skew,0,ps
floorplanning,design.die.area,14200,µm²
detailed_routing,drt-wirelength-per-cell,12.1,µm
synth,top_cells_by_area,"sky130_fd_sc_hd__dfrtp_1, sky130_fd_sc_hd__mux2_4, sky130_fd_sc_hd__buf_12",
grt,gr_ovfl_total,0,
power_and_ir_drop,power.static_leakage,1.06,nW
floorplanning,die_h,119,µm
worst_setup_path,worst-setup-path-type,register to primary output,
detailed_routing,antenna-diode-count,0,
placed_design,dpl.hpwl,2650,µm
worst_setup_path,slowest_stage,sky130_fd_sc_hd__dfrtp_1,
timing,final_hold_viol_count,0,
clock_tree,cts.root.buffer_cell,sky130_fd_sc_hd__clkbuf_8,
worst_setup_path,crit_path_max_incr_delay,380,ps
worst_setup_path,worst_path_buf_inv,1,
placed_design,placement.io_buffers,66,
cells_and_area,layout_top_cell,sky130_fd_sc_hd__clkdlybuf4s50_1,
clock_tree,clock_sink_count,32,
clock_tree,cts.clk_slew.worst_paths,70,ps
synth,post_synth.cell_area_avg,19.5,µm²
synth,logic_family,multiplexers,
clock_tree,clock_insertion_delay_worst_skew,270,ps
synth,simple_gate_area_share,0,%
synth,yosysTopAreaCell,sky130_fd_sc_hd__dfrtp_1,
synth,count_of_warnings_emitted_by_yosys,1,
detailed_routing,detail-route-antenna-nets,0,
placed_design,globalplace.congestion,0.683,
clock_tree,ctsLongestPathBuffers,2,
grt,first_global_vias,972,
clock_tree,tritoncts,yes,
worst_setup_path,crit_arrival,830,ps
cells_and_area,registers.top_by_ff_count,out,
timing,finalWorstSetupSlack,46.0,ps
timing,worst-slew-pin-transition,221,ps
flow_run,max_cap_viol_count,0,
synth,postSynthSeqShare,59.4,%
cells_and_area,final_cell_mix,"sky130_fd_sc_hd__clkdlybuf4s50_1, sky130_fd_sc_hd__dfrtp_1, sky130_fd_sc_hd__mux2_4",
synth,synth.cellmix.compoundShare,0,%
synth,area_reported_by_yosys_stat,1350,µm²
placed_design,cell_area_placed,2150,µm²
synth,yosys.area.top_type_share,59.4,%
grt,global_route.usage.total,5.02,%
clock_tree,cts_buf_count,5,
synth,post_synth_fa_ha_maj_area_fraction,0,%
timing,min_period,1050,ps
[worst paths after layout]
check | depth (start not counted) | startpoint | slack (ps) | to
max in group asynchronous | 3 | rst | 650 | out[15]$_DFFE_PP0P_
min reg2reg | 1 | out[31]$_DFFE_PP0P_ | 510 | out[31]$_DFFE_PP0P_
max | 1 | out[27]$_DFFE_PP0P_ | 50 | out[27]
min in group clk0 | 3 | ld | 450 | out[17]$_DFFE_PP0P_
max reg2reg | 3 | out[28]$_DFFE_PP0P_ | 110 | out[28]$_DFFE_PP0P_
min | 3 | rst | 280 | out[17]$_DFFE_PP0P_
[metal layers]
layer | vias to the layer above | GRT usage [%] | part of all wire [%]
met3 | 4 | 1.92 | 6.9
met4 | 0 | 0.534 | 0.82
li1 | 420 | - | -
met1 | 392 | 7.15 | 47
met5 | - | 0 | 0
met2 | 39 | 7.33 | 45
[kinds of logic (layout without fill, tap and decap cells)]
logic type / count (synthesis) / after routing
multiplexers: 32 / 32
flip-flops: 32 / 32
buffers and inverters: 5 / 96
[cells in the mapped netlist, drive strengths merged]
cell and count:
inv 1, mux2 32, dfrtp 32, buf 4
[final cells by class]
| type | instances | area [µm²] |
|---|---|---|
| inverter | 1 | 3.75 |
| clock inverter | 1 | 5.00 |
| timing repair buffer | 88 | 741 |
| fill | 1035 | 7380 |
| tap | 133 | 166 |
| clock buffer | 6 | 72.6 |
| sequential | 32 | 801 |
| multi-input combinational | 32 | 473 |
[report_power, final]
| part | internal, mW | switching [mW] | total (mW) |
|---|---|---|---|
| clock | 0.430 | 0.431 | 0.861 |
| sequential | 1.29 | 0.0579 | 1.35 |
| combinational | 0.463 | 0.151 | 0.614 |
| total | 2.19 | 0.640 | 2.83 |
[timing repair]
item                       in CTS  in global routing
cloned                          0                  0
setup buffers                  13                  6
setup endpoints to repair      32                 23
resized                        67                 19
[stage by stage]
stage | utilization (%) | total power, mW | setup TNS, ps | std cells | hold WS, ps
final | 23.5 | 2.83 | 0 | 293 | 280
after global routing | 23.5 | 3.03 | -4.01 | 293 | 319
after CTS | 24.0 | 2.93 | 0 | 287 | 275
after detailed placement | 22.3 | 2.00 | 0 | 267 | 492
after global placement | 22.3 | 2.00 | 0 | 267 | 492
after floorplan | - | 1.60 | 0 | 69 | 336
Power is estimated from default activity; no workload was simulated.
