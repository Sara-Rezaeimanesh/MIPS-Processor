File: config.mk
export PLATFORM = sky130hd
export DESIGN_NAME = multiplexer
export DESIGN_NICKNAME = multiplexer
export VERILOG_FILES = /design/flow/design.v
export SDC_FILE = /design/flow/constraint.sdc
export NUM_CORES = 4
export LEC_CHECK = 1
export CORE_AREA = 10 10 70 70
export DIE_AREA = 0 0 80 80
File: design.v
`timescale 1ps/1ps
module multiplexer #(parameter size = 32) (input [size-1:0] in1 , in2 , input s , output [size-1:0] out );
  assign out = s ? in2 : in1;
endmodule
File: constraint.sdc
current_design multiplexer

set clk_period 1.0
set clk_io_pct 0.2

create_clock -name clk0 -period $clk_period

set non_clock_inputs [all_inputs -no_clocks]
set_input_delay [expr $clk_period * $clk_io_pct] -clock clk0 $non_clock_inputs
set_output_delay [expr $clk_period * $clk_io_pct] -clock clk0 [all_outputs]
File: run.sh
#!/bin/bash
# OpenROAD 26Q1-2900-gdf79404cd8, Yosys 0.63+post, stock flow scripts
make -C /OpenROAD-flow-scripts/flow DESIGN_CONFIG=/design/flow/config.mk WORK_HOME=/design/flow/orfs finish
==> metrics.cfg <==
[run]
tool_warnings = 34
drv_cap = 0

[setup_path]
crit_start = s
endpoint = out[31]
crit_chain = buf_12 -> buf_12 -> buf_8 -> mux2_4 -> buf_6
critPathArrivalTime_ns = 0.98
crit_buf_inv = 4
cp_common_cell = buf_12
slowest_stage = mux2_4
start_kind = primary input
crit_fanout = 7
cp.depth = 5
cp-end-kind = output port
cp_top_family = buffers and inverters
criticalPathCategory = primary input to output port
crit_required_ns = 0.80
slowest_delay_ns = 0.30

[floorplan]
dieHeight_um = 80
die_w_um = 80
core-area_mm2 = 0.003416
die_area_mm2 = 0.006400
io_pins = 97
initCoreUtil_pct = 15.93
row_count = 21

[pwr]
vdd_drop_max_uv = 173.4
power_density_mw_per_mm2 = 388.7
sw_frac_of_total_pct = 21.33
p_int_uw = 519.2
p_total_uw = 659.9
switching_power_uw = 140.8
power_leakage_uw = 0.0009905
p_comb_share_pct = 100.0
power_frac_seq_pct = 0
clkPwrFrac_pct = 0

[grt]
overflow = 0
grt_pass1_vias = 824
grt_max_degree = 8
grt_first_pass_wirelength_um = 4146
grt_usage_pct = 7.873
antenna_found_initial = 0

[finish]
regArea_um2 = 0
lay_top_count = dlygate4sd2_1
ff_count = 0
finalNonFillerCells = 192
mostFrequentLayoutCells = 40 x dlygate4sd2_1, 32 x mux2_4, 29 x buf_6
n_fill_cell = 327
syn2layout_area_growth_pct = 212.0
finish.utilization_pct = 49.71
postLayoutCellArea_mm2 = 0.001698
num-clock-buffers = 0
drive_above_1_share_pct = 56.16

[timing]
setup_viol = 32
clock.fmax_mhz = 850.8
rsz0062_at_grt = true
timing.final.crit_share_pct = 117.5
worst_pin_slew_ns = 0.06111
maxSlewHeadroom_pct = 95.92
min_period_ns = 1.175
timing.final.ws_setup_ns = -0.1754
slew_viol_final = 0
report.final.hold_viol_count = 0

[synthesis]
syn_inst = 36
yosysTopAreaCell = mux2_4
ys_cells = 36
area_leaders = mux2_4 83%, buf_12 11%, mux2_2 4.1%, buf_6 2.1%
ys_warn_count = 0
top_area_share_pct = 82.76
yosysUniqueCellTypes = 4
syn_avg_cell_area_um2 = 15.12
syn_area_um2 = 544.3
ys_seq_share_pct = 0
yosys_area_um2 = 544.3

[placement]
dp_cells = 177
port_buffers = 97
place_congestion = 0.7595
placed_cell_area_mm2 = 0.001536
dp_hpwl_um = 2396

[run_status]
outcome = complete, but fails checks
violations = setup timing

[route]
drtIter0Drc = 4
final_antenna_net_count = 0
drt_wl_total_um = 2849
wl_per_cell_um = 14.84
firstDrtPassIters = 2
vias_per_cell = 3.802
vias = 730
drc = 0
insertedDiodeCount = 0

[worst_hold_path]
min_path_type = primary input to output port

power groups by stage:
stage	Clock [uW]	Sequential, uW	Combinational, uW
after CTS	0	0	644
after global routing	0	0	706
final	0	0	660
through the flow:
step	TNS, ns	hold slack [ns]	worst slack (ns)
2_1_floorplan	0	0.4977	0.06690
3_3_place_gp	-15.25	1.331	-0.4922
3_5_place_dp	-15.27	1.335	-0.4966
4_1_cts	-5.196	0.8004	-0.1777
5_1_grt	-5.619	0.7141	-0.1938
6_report	-5.032	0.6943	-0.1754
worst min-delay path, delay by kind of cell:
kind	cells	cell delay [ns]
buffers and inverters	2	0.16
muxes	1	0.13
worst min-delay path by stage:
stage,startpoint,to,cells past startpoint
CTS,in1[30],out[30],3
global route,in1[27],out[27],3
finish,in1[24],out[24],3
area by class of cell:
type / instances / area, um^2 / share of cell area, %
Timing Repair Buffer: 114 / 1160 / 68.31
Tap cell: 46 / 57.56 / 3.390
Multi-Input combinational cell: 32 / 480.5 / 28.30
timing repair:
item	in CTS	in global routing
endpoints found under the setup margin	32	32
setup buffers	14	0
cloned	1	0
resized	170	23
hold buffers	0	0
pin swaps	0	0
routing by layer:
metal  routed length, um  part of all wire, %  up-vias  track usage, %
met2                1394                   49       51           14.29
li1                    -                    -      362               -
met1                1142                   40      317           8.965
met5                   0                    0        -               0
met3                 313                   11        0           3.068
met4                   0                    0        0               0
synth_stat cells:
library cell and count:
buf_12 3, mux2_2 2, buf_6 1, mux2_4 30
logic make-up after synthesis:
kind of cell	Yosys count	share of synthesized area, %
mux	32	86.90
buf+inv	4	13.10
Power and IR drop assume default switching activity.
