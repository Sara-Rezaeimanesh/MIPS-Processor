`design/flow/design.v`:
```
module regfile(input clk, input [4:0] radd1, radd2, wadd, input en_write, input [31:0] data, output reg [31:0] out1, out2);
reg [31:0] registers[31:0];
integer i;
initial begin
	for(i=0;i<32;i=i+1)
		registers[i] <= 32'b0;
	registers[10] <= 32'd10;
end
always @(radd1, radd2)begin
    out1 <= registers[radd1];
    out2 <= registers[radd2];
end
always @(posedge clk)begin
    if(en_write)
	if(wadd != 32'b0)
        	registers[wadd] <= data;
end
endmodule
```
`design/flow/run.sh`:
```
#!/bin/bash
# OpenROAD 26Q1-2900-gdf79404cd8, Yosys 0.63+post, stock flow scripts
make -C /OpenROAD-flow-scripts/flow DESIGN_CONFIG=/design/flow/config.mk WORK_HOME=/design/flow/orfs finish
```
`design/flow/config.mk`:
```
export PLATFORM = sky130hd
export DESIGN_NAME = regfile
export DESIGN_NICKNAME = regfile
export VERILOG_FILES = /design/flow/design.v
export SDC_FILE = /design/flow/constraint.sdc
export NUM_CORES = 4
export LEC_CHECK = 1
export CORE_UTILIZATION = 50
```
`design/flow/constraint.sdc`:
```
current_design regfile

set clk_period 6.0
set clk_io_pct 0.2

create_clock -name clk0 -period $clk_period [get_ports {clk}]

set non_clock_inputs [all_inputs -no_clocks]
set_input_delay [expr $clk_period * $clk_io_pct] -clock clk0 $non_clock_inputs
set_output_delay [expr $clk_period * $clk_io_pct] -clock clk0 [all_outputs]
```
==> run notes <==
flow finished, numbers: drt first pass iters=8, depth of the CTS H-tree=3, Crit path top cell by count=clkdlybuf4s50_1, GRT Util Overall=around 34%, Floorplan Utilization=50.42%, Startpoint Class=input port, largest registers=registers (1024), die x size=roughly 310 um, slowest CP cell=nor2b_4, clk root buf=clkbuf_16, period utilization=89.43%, fill cell count=7255, worst endpoint required time=4.80 ns, # Cells Yosys=between 3000 and 4000, Logic cell area=16890 um^2, overall power=16.35 mW, Dominant cell area share=63.07%, max incr delay on CP=around 0.69 ns, post-CTS setup buffers=0, arrival time worst endpoint=4.17 ns, CTS tree=yes, Power Dens Cells=approximately 290 nW/um^2, met3 wire len=25930 um, vias in the first global route=32930, Rel. slew slack=32.00%, routed len/inst=approximately 31 um, crit end category=primary output, hold_buf cts=0, Hold Crit Class=in2reg, synthesized area per cell=14.40 um^2, register clock-pin slew on the reported worst setup and hold paths=0.06 ns, Unique cell types=24, Sequential Area=30750 um^2, clk sinks=1024, vias=31280, Synth flops=slightly above 1000, most instantiated logic cells after routing=mux2i_1, edfxtp_1, nand3_1, Ys Warns=1, kind of critical path=in2out, port bufs=112, met2 wire len=68120 um, post-route ant nets=0, max_cap viols=0, tool warning count=26, Final min period=5.366 ns, clk buf depth=3, RSZ-0062 raised after global routing=no, CTS Buf Count=107, num ports=113, num rows=114, die height=314.3 um, top layer in use=met5, post_cts resized=0, largest net degree at the start of global routing=76, DRC errors left=0, Core ar.=96710 um^2, DR iter-0 viols=approximately 2400, Cells after Synth=3386, Critical Path, Cell by Cell=clkdlybuf4s50_1, nor2b_4, buf_4, a21oi_1, a31oi_1, nand3_1, clkdlybuf4s50_1, HPWL Detailed=87450 um, Worst VDD drop=between 0.2 and 0.25 mV, Peak Freq=186.4 MHz, antenna violations before repair=5, share of layout cells above drive strength 1=between 10% and 20%, routed wire length=~150000 um, mapped cell area=48760 um^2, critical path peak fanout=15, leakage power=roughly 21 nW, setup TNS=0 ns, vias per inst=6.360, Area Growth Syn to Fin=14.46%, cell type with the largest total area=edfxtp_1, final hold vios=0, status=finished, final reports clean, Largest Register=registers, max-slew violations=0, total gr overflow=0, Largest register FFs=1024, die area=98770 um^2, Final setup viols=0, Cell area leaders=edfxtp_1, mux2i_1, a22oi_1, first-pass GRT wire length=220500 um, Seq/Total Area, Yosys=63.07%, Tightest Pin Transition=1.018 ns, yosys stat area=48760 um^2, Placer Congestion=~0.89, met1 wire length=54160 um
[synth_stat cells, drive strengths merged]
cell type,instances
or2,2
nand2,195
nor2,34
nand3b,5
nor3,64
nand2b,4
edfxtp,1024
and2,2
conb,1
a22o,128
a31oi,64
nand3,194
a22oi,192
or3b,3
mux2i,1024
or3,1
buf,167
clkbuf,86
nor2b,4
a21oi,192
[area by class of cell]
class	instances	share of cell area, %
clock inverters	76	1.370
diodes	1	0.004484
clock buffers	123	5.058
flip-flops and latches	1024	55.10
repair buffers	279	5.349
well taps	1276	2.861
multi-input cells	2140	30.26
[per-layer routing]
layer  vias to the layer above  GRT usage [%]
met5                         -          1.886
met4                        10          7.860
met3                       283          24.66
met2                      1993          47.33
met1                     15280          45.72
li1                      13720              -
[path summary, 6_finish.rpt]
check	from	end	slack, ns	cells past startpoint
setup / recovery	radd2[0]	out2[13]	0.63	7
hold / removal	data[2]	registers[12][2]	1.33	2
[stage by stage]
step	area (um^2)	setup slack [ns]	util [%]	cells	hold WS (ns)
floorplan	48870	2.380	-	3417	1.299
global placement	52220	0.7725	54.00	4719	2.025
detailed placement	52220	0.7283	54.00	4719	2.030
CTS	55810	0.7215	57.71	4918	1.297
global route	55810	0.5844	57.71	4918	1.347
finish	55810	0.6344	57.71	4919	1.330
[cells by family (layout without fill, tap and decap cells)]
kind of cell | after synthesis | after routing | synth area share, %
and+or+nand+nor | 508 | 508 | 4.709
other | 1 | 33 | 0.007691
buffers and inverters | 253 | 478 | 3.146
DFF | 1024 | 1024 | 63.07
muxes | 1024 | 1024 | 21.02
AOI/OAI and AO/OA | 576 | 576 | 8.048
[power by group]
part	leakage [nW]	internal [mW]	switching, mW
clock network	1.76	4.03	2.75
registers	9.25	7.98	0.0416
logic	9.69	0.597	0.942
[worst max-delay path, delay by kind of cell]
kind	cells	cell delay, ns
simple gates	2	1.07
compound gates	2	0.36
buf+inv	3	1.49
No activity file was given, so power comes from the tool's default toggle rates.
